--- ./design.v ---
module FFD4(
    input wire clk, reset, enable,
    input wire [3:0]D,
    output reg [3:0]Q);
    always @ (posedge clk or posedge reset) begin
        if (reset)
            Q <= 4'b0000;
        else if (enable)
            Q <= D;
    end
endmodule
module BufferTri(
    input wire enable,
    input wire [3:0]In,
    output wire [3:0]Ex);
        assign Ex = (enable) ? In:4'bz;
endmodule
module ALU(
    input wire [3:0]A,
    input wire [3:0]B,
    input wire [2:0]Com,  
    output reg [3:0]Res,  
    output reg Carry,
    output reg Exit);
        reg [4:0]k;  
        always @ (A or B or Com) begin
            case(Com)    
                3'b000: begin
                            k = 5'b00000;
                            k = A;
                            Carry = 1'b0;
                            Exit = (k == 5'b00000) ? 1:0;
                            Res = k[3:0];
                        end
                3'b001: begin
                            k[4:0] = 5'b00000;
                            k = A - B;
                            Carry = (k[4] == 5'b00000) ? 1:0;
                            Exit = (k == 5'b00000) ? 1:0;
                            Res = k[3:0];
                        end
                3'b010: begin
                            k[4:0] = 5'b00000;
                            k = B;
                            Carry = 1'b0;
                            Exit = (k == 5'b00000) ? 1:0;
                            Res = k[3:0];
                        end
                3'b011: begin
                            k[4:0] = 5'b00000;
                            k = A + B;
                            Carry = (k[4] == 5'b00000) ? 1:0;
                            Exit = (k == 5'b00000) ? 1:0;
                            Res = k[3:0];
                        end
                3'b100: begin
                            k = 5'b00000;
                            k = ~(A & B);
                            Carry = 1'b0;
                            Exit = (k == 5'b00000) ? 1:0;
                            Res = k[3:0];
                        end
            endcase
        end
endmodule
module main(
    input wire [3:0]In,
    input wire enable, enable1, enable2, clk, reset,
    input wire [2:0]Com,
    output wire Carry, Exit,
    output wire [3:0]S);
        wire [3:0]a;
        wire [3:0]b;
        wire [3:0]alu_out;
        BufferTri u1(In, enable1, b);
        FFD4 u2(clk, reset, enable, alu_out, a);
        ALU u4(a, b, Com, alu_out, Carry, Exit);
        BufferTri u3(alu_out, enable2, S);
endmodule
--- ./run.sh ---
#!/bin/bash
# OpenROAD 26Q1-2900-gdf79404cd8, Yosys 0.63+post, stock flow scripts
make -C /OpenROAD-flow-scripts/flow DESIGN_CONFIG=/design/flow/config.mk WORK_HOME=/design/flow/orfs finish
--- ./config.mk ---
export PLATFORM = sky130hd
export DESIGN_NAME = main
export DESIGN_NICKNAME = main
export VERILOG_FILES = /design/flow/design.v
export SDC_FILE = /design/flow/constraint.sdc
export NUM_CORES = 4
export LEC_CHECK = 1
export CORE_AREA = 10 10 70 70
export DIE_AREA = 0 0 80 80
--- ./constraint.sdc ---
current_design main

set clk_period 1.3
set clk_io_pct 0.2

create_clock -name clk0 -period $clk_period [get_ports {clk}]

set non_clock_inputs [all_inputs -no_clocks]
set_input_delay [expr $clk_period * $clk_io_pct] -clock clk0 $non_clock_inputs
set_output_delay [expr $clk_period * $clk_io_pct] -clock clk0 [all_outputs]
==> flow_summary.toml <==
# flow metrics
[critical_path]
worstSetupEndpointType = "register"
critPathTopFamily = "buffers and inverters"
worstPathCellList = "clkdlybuf4s50_1 > mux2_2"
crit_path_max_incr_delay_ps = 530
worstPathArrival_ps = 1140
timing.critical_path.fanout_max = 3
crit_buf_inv = 1
critical_path.startpoint_type = "primary input"
cp_slowest_cell = "sky130_fd_sc_hd__clkdlybuf4s50_1"
class_of_the_most_critical_setup_path = "in -> reg"
worst_ep_required_time_ps = 1420

[final_timing]
min_setup_slack_post_route_ps = 279
final.setup_skew_ps = 0
maxClockFrequency_ghz = 0.979
fin_crit_sh_pct = 78.6
finalSetupViolations = 0
unclocked_regs = 6
timing_max_transition_violations_final = 0
period_needed_ps = 1020
rsz0062_at_grt = "no"
fin_setup_tns_ps = 0
endpoints_left_unconstrained = 8
final_hold_viol_count = 0

[synth]
synth.area.top_cells = "sky130_fd_sc_hd__dfrtp_1 15%, sky130_fd_sc_hd__dlxtn_1 13%, sky130_fd_sc_hd__ha_1 7.4%"
ys_types = 37
postSynthCellCount = 80
synth_largest_type_area_fraction_pct = 14.7
post_syn_area_um2 = 681
numSynthFlops = 10
yosys.stat.chipArea_um2 = 681
yosys-stat-cells = 80
netlist.top_cell.by_area = "sky130_fd_sc_hd__dfrtp_1"
synth_area_per_cell_um2 = 8.51
count_of_yosys_warnings_during_synthesis = 7

[pwr]
power_w = 0.000516
power_density_mw_per_mm2 = 647
vdd_drop_max_mv = 0.173
total_leakage_power_nw = 0.345

[global_routing]
first_global_vias = 557
grt_first_pass_wirelength_um = 2650
grt_start_max_net_pins = 13
grt_antenna_before_repair = 0
globalRoute.totalOverflow = 0
groute.usage.overall_pct = 4.95

[placed_design]
gp_congestion = 0.806
port_buffers = 8
place_hpwl_um = 1140
place_ws_ps = 27.0

[cells_and_area]
final_layout_size_suffix_gt1_share_pct = 12.8
final_cell_mix = "10 x sky130_fd_sc_hd__nand2_1, 8 x sky130_fd_sc_hd__clkdlybuf4s50_1, 6 x sky130_fd_sc_hd__dlxtn_1"
lay_top_count = "sky130_fd_sc_hd__nand2_1"
layout_stage_area_growth_over_the_synthesis_result_pct = 17.3
fill_count = 384
layout.area.comb_um2 = 422
sequential_cell_area_um2 = 190

[clock_tree]
htree_levels = 1
clk_latency_late_pin_ps = 240
clk_pin_slew_worst_paths_ps = 40
cts_hold_buf = 0
post_cts_gate_resize_count = 0
clock_buffers_created_by_tritoncts = 3
postCtsSetupRepairBufs = 0
cts_root_buffer = "sky130_fd_sc_hd__clkbuf_4"
number_of_buffers_between_clock_root_and_the_deepest_sink = 2
cts_tree = "yes"

[route]
wirelength_met1_um = 695
detail_route.antenna_diodes = 0
vias = 555
drc = 0
met3RoutedLength_um = 67
routed_via_density = 4.20
detailroute.wirelength.met2_um = 675
dr.max_layer_used = "met3"
detailedRoute.firstPassIterationCount = 4
drt_first_iter_violations = 23
total_wirelength_um = 1440
routedWlPerCell_um = 10.9
antenna_violating_nets_post_route = 0

[floorplanning]
ios = 18
floorplan.rows = 21
initial_core_util_pct = 19.9
floorplan.die_area_mm2 = 0.00640
design.core.area_mm2 = 0.00342
die_height_um = 80
die.size.x_um = 80

[job]
total_number_of_warnings_across_the_stage_logs = 30
drv.max_cap_violation_count = 0

[outcome]
run_status = "finished, final reports clean"

[min_path]
worstHoldPathType = "in -> async"
-- metal layers --
| layer | track usage [%] | vias up |
|---|---|---|
| li1 | - | 287 |
| met1 | 6.52 | 258 |
| met2 | 7.87 | 10 |
| met3 | 1.70 | 0 |
| met4 | 0.528 | 0 |
| met5 | 0 | - |
-- power breakdown --
group / switching, W / leakage [nW] / total (W) / internal (W)
registers: 0.0000216 / 0.0955 / 0.000179 / 0.000157
clock network: 0.0000507 / 0.0138 / 0.000154 / 0.000103
logic: 0.0000946 / 0.236 / 0.000183 / 0.0000887
-- flip-flops by register name (all words and copies together) (netlist names) --
register,count
u4.Res,4
u4.Carry,1
u4.Exit,1
u2.Q,4
-- layout make-up --
cell class | count | area share (%)
timing repair buffer | 10 | 11.9
sequential | 10 | 23.8
inverter | 3 | 1.41
tap | 46 | 7.21
multi-input combinational | 60 | 52.8
clock buffer | 3 | 2.82
-- final timing paths --
check,startpoint,endpoint,slack [ps],cells past startpoint
worst max-delay path,enable,u2.Q[3]$_DFFE_PP0P_,280,2
worst min-delay path,reset,u2.Q[0]$_DFFE_PP0P_,210,2
worst max register to register,u2.Q[3]$_DFFE_PP0P_,u2.Q[3]$_DFFE_PP0P_,390,1
worst min register to register,u2.Q[2]$_DFFE_PP0P_,u2.Q[2]$_DFFE_PP0P_,510,1
max in group asynchronous,reset,u2.Q[3]$_DFFE_PP0P_,940,2
min in group clk0,u2.Q[2]$_DFFE_PP0P_,u2.Q[2]$_DFFE_PP0P_,510,1
-- Yosys cell counts --
cell                       count
sky130_fd_sc_hd__o21a_1        1
sky130_fd_sc_hd__nand2b_1      3
sky130_fd_sc_hd__o32ai_1       2
sky130_fd_sc_hd__and2b_1       1
sky130_fd_sc_hd__buf_6         1
sky130_fd_sc_hd__and2_1        1
sky130_fd_sc_hd__a211o_1       2
sky130_fd_sc_hd__nor2_4        1
sky130_fd_sc_hd__and3_1        1
sky130_fd_sc_hd__dfrtp_1       4
sky130_fd_sc_hd__dlxtn_1       6
sky130_fd_sc_hd__nor3b_1       1
sky130_fd_sc_hd__a32oi_1       1
sky130_fd_sc_hd__mux2i_1       2
sky130_fd_sc_hd__clkbuf_1      1
sky130_fd_sc_hd__buf_4         6
sky130_fd_sc_hd__mux2_2        2
sky130_fd_sc_hd__buf_2         1
sky130_fd_sc_hd__conb_1        1
sky130_fd_sc_hd__o41ai_2       1
sky130_fd_sc_hd__a21oi_1       3
sky130_fd_sc_hd__nor2_1        4
sky130_fd_sc_hd__ha_1          4
sky130_fd_sc_hd__nor4b_1       1
sky130_fd_sc_hd__inv_1         3
sky130_fd_sc_hd__nor2b_1       1
sky130_fd_sc_hd__nand2_1      10
sky130_fd_sc_hd__o21ai_0       5
sky130_fd_sc_hd__or4b_4        1
sky130_fd_sc_hd__nor3b_2       1
sky130_fd_sc_hd__a311oi_1      1
sky130_fd_sc_hd__xor2_1        2
sky130_fd_sc_hd__nor4_1        1
sky130_fd_sc_hd__nor3_1        1
sky130_fd_sc_hd__nand3b_1      1
sky130_fd_sc_hd__xnor2_1       1
sky130_fd_sc_hd__nand3_1       1
-- per-stage QoR --
stage / cell area, µm² / hold slack, ps / utilization, % / instances
2_1_floorplan: 688 / 26.1 / - / 82
3_3_place_gp: 776 / 455 / 22.7 / 129
3_5_place_dp: 776 / 455 / 22.7 / 129
4_1_cts: 798 / 207 / 23.4 / 132
5_1_grt: 798 / 230 / 23.4 / 132
6_report: 798 / 210 / 23.4 / 132
-- logic make-up (layout without fill, tap and decap cells) --
| group | after synthesis | count (layout) | share of synthesized area [%] |
|---|---|---|---|
| latches | 6 | 6 | 13.2 |
| flops | 4 | 4 | 14.7 |
| xor+xnor | 3 | 3 | 3.86 |
| mux | 4 | 4 | 6.25 |
| fa+ha+maj | 4 | 4 | 7.35 |
| other cells | 1 | 3 | 0.551 |
| compound gates | 16 | 16 | 17.1 |
| simple gates | 30 | 30 | 25.7 |
| buf+inv | 12 | 16 | 11.2 |
Power is estimated from default activity; no workload was simulated.
